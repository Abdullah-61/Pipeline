<file path="design/flow/config.mk">
export PLATFORM = sky130hd
export DESIGN_NAME = ALU
export DESIGN_NICKNAME = ALU
export VERILOG_FILES = /design/flow/design.v
export SDC_FILE = /design/flow/constraint.sdc
export NUM_CORES = 4
export LEC_CHECK = 1
export CORE_UTILIZATION = 30
</file>
<file path="design/flow/constraint.sdc">
current_design ALU

set clk_period 12.2
set clk_io_pct 0.2

create_clock -name clk0 -period $clk_period

set non_clock_inputs [all_inputs -no_clocks]
set_input_delay [expr $clk_period * $clk_io_pct] -clock clk0 $non_clock_inputs
set_output_delay [expr $clk_period * $clk_io_pct] -clock clk0 [all_outputs]
</file>
<file path="design/flow/design.v">
module ALU #(parameter WIDTH = 32) (
    input logic [WIDTH-1:0] operand_a,
    input logic [WIDTH-1:0] operand_b,
    input logic [3:0] opselect,   
    output logic  [WIDTH-1:0] result
);
    always @(*) begin
        case (opselect)
            4'b0000: result = operand_a + operand_b;  
            4'b0001: result = operand_a - operand_b;  
            4'b0010: result = operand_a << operand_b[4:0];  
            4'b0011: result = $signed(operand_a) < $signed(operand_b) ? 1 : 0;  
            4'b0100: result = operand_a < operand_b ? 1 : 0;  
            4'b0101: result = operand_a ^ operand_b;  
            4'b0110: result = operand_a >> operand_b[4:0];  
            4'b0111: result = $signed(operand_a) >>> operand_b[4:0];  
            4'b1000: result = operand_a | operand_b;  
            4'b1001: result = operand_a & operand_b;  
            default: result = {WIDTH{1'b0}};
        endcase
    end
endmodule
</file>
<file path="design/flow/run.sh">
#!/bin/bash
# OpenROAD 26Q1-2900-gdf79404cd8, Yosys 0.63+post, stock flow scripts
make -C /OpenROAD-flow-scripts/flow DESIGN_CONFIG=/design/flow/config.mk WORK_HOME=/design/flow/orfs finish
</file>
==> results.toml <==
# flow metrics
[floorplanning]
die_width_microns = 166
rows = 59
dieArea_sq_um = 27500
die_y_microns = 166
initial_core_util = 0.308
ios = 100
core_area_sq_um = 26200

[final_timing]
setup_tns_ns = 0
hold_violations = 0
fmax_mhz = 102
setup_violations = 0
timing.slew.headroom = 0.434
tightestPinTransition_ns = 0.839
slew_viol_final = 0
rsz0062_at_grt = "no"
post-route-min-period_ns = 9.81
finalCritPeriodShare = 0.804

[detailed_routing]
wl_microns = 40800
insertedDiodeCount = 0
vias_per_cell = 6.14
dr.pass1.iters = 23
drt_first_iter_violations = 982
wire_per_inst_microns = 24.8
vias = 10090
drc = 0
detail-route-antenna-nets = 0

[global_route]
antenna_found_initial = 0
grt_pass1_wl_microns = 60200
grt_pass1_vias = 9284
groute.usage.overall = 0.293
grt_max_degree = 73
overflow = 0

[pwr]
p_leak_nw = 3.92
power_density_nw_per_um2 = 47.8
ir_drop_v = 0.0000214
p_total_mw = 0.440

[yosys]
top_area_frac = 0.154
syn_inst = 1287
synthesis.area_sq_um = 8060
top_area_cell = "ha_1"
synth_warnings = 1
ys_seq_frac = 0
netlist_top_cells_count = "184 x nor2_1, 133 x o21ai_0, 129 x a21oi_1, 104 x nand2_1, 99 x ha_1"
yosysUniqueCellTypes = 78
yosysChipArea_sq_um = 8060
topCellsByArea = "ha_1 15%, nor2_1 8.6%, o21ai_0 8.3%"
yosysMostFrequentCell = "nor2_1"
synth.avg_cell_area_sq_um = 6.27
ys_cells = 1287

[final_layout]
register_area_sq_um = 0
n_fill_cell = 2877
area_delta_synth_final_pct = 14.2
fin_util = 0.351
numSequentialCells = 0
drive_gt1_frac = 0.0489
nClkBuffers = 0
mi_logic_area_sq_um = 7310

[min_path]
hold_class = "in -> out"

[setup_path]
cp_num_cells = 15
worstPathArrival_ns = 7.37
start_kind = "input pin"
endpoint_kind = "output port"
cp_top_family = "buffers and inverters"
critPathCapture = "result[31]"
crit_type = "in -> out"
crit_chain = "buf_2, buf_4, clkinv_1, ha_1, nor3_2, o21ai_1, a311oi_2, nor4b_1, nor4_1, o21ai_1, a21oi_1, o41ai_2, xnor2_1, o211ai_1, clkdlybuf4s50_1"
cp_slowest_stage_delay_ns = 0.76
critPathBufInv = 4
cp_max_fo = 72
crit_start = "operand_b[3]"
crit_slowest_cell = "clkinv_1"
cp_common_cell = "o21ai_1"
required_ns = 9.76

[outcome]
status = "finished, final reports clean"

[place]
dp_hpwl_microns = 32700
globalplace.congestion = 1.09
io_buffer_count = 100

[clock_tree]
holdBufCountCts = 0
cts_resized = 0
post_cts_buffers = 0

[run]
maxCapViolCount = 0
warning_count = 99
through the flow:
| stage | hold WS (ns) | cells | cell area, sq um | setup slack [ns] |
|---|---|---|---|---|
| 6_report | 6.10 | 1643 | 9210 | 2.39 |
| 2_1_floorplan | 5.11 | 1287 | 8060 | 3.81 |
| 3_5_place_dp | 6.09 | 1643 | 9210 | 2.50 |
| 3_3_place_gp | 6.07 | 1643 | 9210 | 2.58 |
| 4_1_cts | 6.09 | 1643 | 9210 | 2.48 |
| 5_1_grt | 6.17 | 1643 | 9210 | 2.12 |
per-layer routing:
layer / up-vias / global-route usage / wire, microns
met1: 4736 / 0.425 / 18000
met2: 558 / 0.436 / 17400
met4: 0 / 0.0874 / 1430
met3: 66 / 0.0605 / 3990
met5: - / 0 / 0
li1: 4730 / - / -
worst min-delay path: cells and delay by family:
| family | cells | cell delay (ns) |
|---|---|---|
| AOI/OAI and AO/OA | 1 | 0.13 |
| adders and majority gates | 1 | 0.14 |
| buffers and inverters | 3 | 0.95 |
worst min-delay path by stage:
stage | startpoint | endpoint | cells after the start
finish | operand_b[5] | result[5] | 5
global route | operand_b[5] | result[5] | 5
CTS | operand_b[5] | result[5] | 5
cells in the final DEF (no fill, tap or decap), types with 4 or more instances in the layout:
master	count
nand3_1	25
nor2_1	183
ha_1	99
a21o_1	24
o21ai_0	133
clkdlybuf4s50_1	95
a211o_1	13
o21bai_1	9
o211ai_1	27
o311ai_0	4
o31a_1	4
mux2_2	11
a221o_1	8
o2111ai_1	6
nand2b_1	14
o221ai_1	13
inv_1	88
mux2i_1	54
xnor2_1	16
o21a_1	4
or3_1	4
nor3b_1	6
buf_2	4
a221oi_1	19
or2_2	4
and2_1	5
nand2_1	104
a211oi_1	22
a21oi_1	129
o31ai_1	5
nor2b_1	12
o22ai_1	10
a31oi_1	22
and3_1	4
nor3_1	27
nor4_1	10
buf_4	22
mux4_2	5
logic make-up after synthesis:
group | Yosys count | synth area share
adder cells (fa/ha/maj) | 101 | 0.159
buffers and inverters | 190 | 0.0943
XOR/XNOR | 19 | 0.0206
multiplexers | 70 | 0.0964
AND-OR/OR-AND | 492 | 0.400
AND/OR/NAND/NOR | 415 | 0.230
power breakdown:
group | internal, mW | switching, mW
Combinational | 0.169 | 0.271
Clock | 0 | 0
Sequential | 0 | 0
Total | 0.169 | 0.271
layout make-up:
cell class,instances,area share
inverters,90,0.0367
repair buffers,121,0.123
well taps,335,0.0455
multi-input cells,1097,0.794
Power and IR drop assume default switching activity.
