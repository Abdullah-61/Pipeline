## config.mk

```make
export PLATFORM = sky130hd
export DESIGN_NAME = register_file
export DESIGN_NICKNAME = register_file
export VERILOG_FILES = /design/flow/design.v
export SDC_FILE = /design/flow/constraint.sdc
export NUM_CORES = 4
export LEC_CHECK = 1
export CORE_UTILIZATION = 30
```

## design.v

```verilog
`timescale 1ns / 1ps
module register_file #(
    parameter DATA_WIDTH = 32,  
    parameter ADDR_WIDTH = 5    
) (
    input  logic                   clk,        
    input  logic                   reg_wr,     
    input  logic [ADDR_WIDTH-1:0]  raddr1,     
    input  logic [ADDR_WIDTH-1:0]  raddr2,     
    input  logic [ADDR_WIDTH-1:0]  waddr,      
    input  logic [DATA_WIDTH-1:0]  wdata,      
    output logic [DATA_WIDTH-1:0]  rdata1,     
    output logic [DATA_WIDTH-1:0]  rdata2      
);
    logic [DATA_WIDTH-1:0] registers[2**ADDR_WIDTH-1:0];
    assign rdata1 = (raddr1 != 0) ? registers[raddr1] : 0;  
    assign rdata2 = (raddr2 != 0) ? registers[raddr2] : 0;  
    always_ff @(negedge clk) begin
        if (reg_wr && waddr != 0) begin
            registers[waddr] <= wdata;
        end
    end
    initial
    begin
        registers[1]=2;
        registers[2]=2;
        registers[10]=10;
    end
endmodule
```

## constraint.sdc

```tcl
current_design register_file

set clk_period 7.0
set clk_io_pct 0.2

create_clock -name clk0 -period $clk_period [get_ports {clk}]

set non_clock_inputs [all_inputs -no_clocks]
set_input_delay [expr $clk_period * $clk_io_pct] -clock clk0 $non_clock_inputs
set_output_delay [expr $clk_period * $clk_io_pct] -clock clk0 [all_outputs]
```

## run.sh

```bash
#!/bin/bash
# OpenROAD 26Q1-2900-gdf79404cd8, Yosys 0.63+post, stock flow scripts
make -C /OpenROAD-flow-scripts/flow DESIGN_CONFIG=/design/flow/config.mk WORK_HOME=/design/flow/orfs finish
```

==> flow_summary.json <==
{
  "run_status": "complete, but fails checks",
  "violations": "setup timing",
  "log.warning_count": 1030,
  "drt_iter0_markers": 1646,
  "finalSetupTns_ps": -21920,
  "die_area_um2": 158200,
  "ios": 113,
  "core_area_um2": 154800,
  "final.hold.worst_slack_ps": 3675,
  "std_cell_rows": 144,
  "grt_setup_unrepaired": "true",
  "post_layout_nonfiller_instances": 5772,
  "setup_ws_ps": -533.6,
  "tritoncts": "done",
  "class_of_the_tightest_hold_or_removal_check": "in -> out",
  "clkTransAtPathRegs_ps": 30,
  "grt_pass1_vias": 36185,
  "globalRouteMet3Util_pct": 20.68,
  "die_width_um": 397.8,
  "grt_use_met2_pct": 31.51,
  "largest_net_degree_at_the_start_of_global_routing": 72,
  "htree_levels": 3,
  "cp_data_arrival_time_ps": 6130,
  "ys_warn_count": 1,
  "max_slew_margin_pct": 30.74,
  "place_ws_ps": -550.3,
  "die_height_um": 397.8,
  "synth_cells": 2281,
  "antenna_violations_before_repair": 10,
  "netlist-cell-type-count": 36,
  "detailed_place.area_um2": 52870,
  "p_per_area_nw_per_um2": 269.8,
  "register_ranked_first_by_flip_flop_count": "registers",
  "route.antenna.diode_count": 0,
  "worstSetupStartpoint": "registers[31][2]$_DFFE_NP_",
  "total_gr_overflow": 0,
  "combGateArea_um2": 17170,
  "grt_pass1_wl_um": 226200,
  "finalWirelength_um": 157100,
  "viasPerCell": 5.227,
  "dominant_register_cell": "sky130_fd_sc_hd__edfxtp_1",
  "final-hold-violation-count": 0,
  "avgSynthCellArea_um2": 20.60,
  "final_cell_area_um2": 61940,
  "async_reset_ff_share_pct": 0,
  "ys_ff": 1024,
  "worstPathMaxFanout": 2,
  "whs_endpoint": "rdata2[19]",
  "clk_root_buffer_cell": "sky130_fd_sc_hd__clkbuf_16",
  "largest_registers": "registers x1024",
  "slew_violations": 0,
  "total_power_mw": 16.71,
  "portBuffers": 112,
  "global_route.usage.met1_pct": 19.55,
  "nFillCells": 13163,
  "fp_util_pct": 30.37,
  "finalSetupViolations": 64,
  "max_cap_violations": 0,
  "synth-seq-area-share_pct": 65.43,
  "drt-wirelength-per-cell_um": 27.21,
  "routabilityCongestion": 0.8717,
  "cts.sinks": 1024,
  "cp.required_ps": 5600,
  "post_route_cells_drive_above_1_share_pct": 33.32,
  "timing_worst_slew_pin_value_ps": 1037,
  "number_of_flip_flops_under_the_largest_register_name": 1024,
  "area_growth_pct": 31.80,
  "power.leakage_nw": 23.82,
  "ant_nets": 0,
  "route.detailed.drc": 0,
  "layout.core_utilization_pct": 40.02,
  "globalRouteTotalUtil_pct": 21.52,
  "hold_start": "raddr2[1]",
  "synth_chip_area_um2": 47000,
  "clock_path_buffers": 3,
  "cts_inserted_buffers": 110,
  "busiest_layer_in_global_routing": "met2",
  "worstSetupEndpointType": "primary output",
  "whs_path_depth": 4,
  "place.detailed.instances": 4523,
  "detailed_place_hpwl_um": 92400,
  "vias": 30171,
  "number_of_synthesized_flops_with_an_enable_pin": 1024,
  "register_area_um2": 30750,
  "worst-setup-path-type": "reg -> out",
  "mappedNetlistArea_um2": 47000,
  "irDropWorstVdd_mv": 0.2068,
  "drt_pass1_iterations": 5,
  "timing.critical_path.from_type": "register",
  "synth-cells-yosys": 2281
}
## cells in the final DEF, fill, tap and decap left out, types with 48 or more instances in the layout
master and count:
sky130_fd_sc_hd__mux2i_1 143, sky130_fd_sc_hd__buf_2 57, sky130_fd_sc_hd__clkbuf_16 113, sky130_fd_sc_hd__a22o_1 48
sky130_fd_sc_hd__mux4_2 471, sky130_fd_sc_hd__buf_4 191, sky130_fd_sc_hd__buf_12 75, sky130_fd_sc_hd__inv_1 1039
sky130_fd_sc_hd__edfxtp_1 1024, sky130_fd_sc_hd__o22ai_1 55
## how the worst max path moves through the flow
| stage | endpoint | slack (ps) | cells after the start |
|---|---|---|---|
| after global routing | rdata1[25] | -600 | 6 |
| final | rdata1[2] | -530 | 6 |
| after CTS | rdata1[25] | -560 | 6 |
## where the power goes
part	total, mW	leakage, nW	switching [mW]	internal (mW)
clock	8.39	7.34	3.93	4.46
combinational	1.39	7.23	0.773	0.615
sequential	6.93	9.25	0.0377	6.89
total	16.7	23.8	4.74	12.0
## timing repair
action,in CTS,in global routing
setup endpoints to repair,64,64
buffers inserted,27,8
pin swaps,130,34
hold buffers,0,0
hold endpoints to repair,0,0
gates resized,445,32
## worst max-delay path: stages, from the launching register on
cell and delay (ps):
sky130_fd_sc_hd__edfxtp_1 390, sky130_fd_sc_hd__buf_4 150, sky130_fd_sc_hd__mux4_2 440, sky130_fd_sc_hd__mux4_2 550, sky130_fd_sc_hd__o22ai_4 150, sky130_fd_sc_hd__nor3_4 80
sky130_fd_sc_hd__buf_2 150
## final cells by class
type / count / share of cell area [%]
well taps: 2044 / 4.129
multi-input cells: 1097 / 27.72
inverters: 1 / 0.006060
repair buffers: 376 / 6.070
clock buffers: 113 / 4.565
flip-flops and latches: 1024 / 49.64
clock inverters: 1117 / 7.872
## logic make-up (layout without fill, tap and decap cells)
group | Yosys count | count (layout) | share of synthesized area, %
AOI/OAI and AO/OA | 259 | 259 | 4.212
buffers and inverters | 191 | 1607 | 2.098
DFF | 1024 | 1024 | 65.43
muxes | 654 | 654 | 26.57
other | 1 | 32 | 0.007979
and+or+nand+nor | 152 | 152 | 1.688
## synth_stat cells (7+ instances only)
cell | n | area, µm²
sky130_fd_sc_hd__o22ai_1 | 83 | 519.3
sky130_fd_sc_hd__nand3b_1 | 7 | 52.55
sky130_fd_sc_hd__nand2_1 | 9 | 33.78
sky130_fd_sc_hd__mux2_2 | 37 | 416.7
sky130_fd_sc_hd__buf_4 | 27 | 202.7
sky130_fd_sc_hd__mux4_2 | 471 | 10610
sky130_fd_sc_hd__nor2_1 | 37 | 138.9
sky130_fd_sc_hd__mux2i_1 | 146 | 1461
sky130_fd_sc_hd__a211oi_1 | 36 | 270.3
sky130_fd_sc_hd__buf_6 | 14 | 157.7
sky130_fd_sc_hd__a22o_1 | 51 | 446.7
sky130_fd_sc_hd__edfxtp_1 | 1024 | 30750
sky130_fd_sc_hd__buf_2 | 50 | 250.2
sky130_fd_sc_hd__a2111oi_0 | 32 | 280.3
sky130_fd_sc_hd__nor2b_1 | 16 | 100.1
sky130_fd_sc_hd__a22oi_1 | 12 | 90.09
sky130_fd_sc_hd__nor3_1 | 55 | 275.3
sky130_fd_sc_hd__buf_1 | 14 | 52.55
sky130_fd_sc_hd__clkbuf_1 | 84 | 315.3
sky130_fd_sc_hd__o221ai_1 | 29 | 254.0
## layer usage
metal,share of wire [%],vias up
li1,-,12796
met1,30,14625
met2,48,2351
met3,19,373
met4,3.7,26
met5,0.22,-
No activity file was given, so power comes from the tool's default toggle rates.
